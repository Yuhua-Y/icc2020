## run.sh

```bash
#!/bin/bash
# OpenROAD 26Q1-2900-gdf79404cd8, Yosys 0.63+post, stock flow scripts
make -C /OpenROAD-flow-scripts/flow DESIGN_CONFIG=/design/flow/config.mk WORK_HOME=/design/flow/orfs finish
```

## config.mk

```make
export PLATFORM = sky130hd
export DESIGN_NAME = SME
export DESIGN_NICKNAME = SME
export VERILOG_FILES = /design/flow/design.v
export SDC_FILE = /design/flow/constraint.sdc
export NUM_CORES = 4
export LEC_CHECK = 1
export CORE_UTILIZATION = 50
```

## constraint.sdc

```tcl
current_design SME

set clk_period 21.0
set clk_io_pct 0.2

create_clock -name clk0 -period $clk_period [get_ports {clk}]

set non_clock_inputs [all_inputs -no_clocks]
set_input_delay [expr $clk_period * $clk_io_pct] -clock clk0 $non_clock_inputs
set_output_delay [expr $clk_period * $clk_io_pct] -clock clk0 [all_outputs]
```

## design.v

```verilog
module SME(clk,reset,chardata,isstring,ispattern,valid,match,match_index);
input clk;
input reset;
input [7:0] chardata;
input isstring;
input ispattern;
output reg match;
output [4:0] match_index;
output  valid;
reg [3:0]cur_state,next_state;
parameter IDLE=4'd0,STRING=4'd1,PATTERN=4'd2,STR_MATCH=4'd3,PAT_MATCH=4'd4,OUT=4'd5;
parameter wbeg=8'h5E,wend=8'h24,wany=8'h2E;
reg true;
reg new_str;
reg [31:0]vec_beg;
reg [5:0]strm_counter,patm_counter;
reg [5:0]string_counter,pattern_counter;
reg [7:0]string_data[31:0];
reg [7:0]pattern_data[31:0];
reg fir_match,match_finish2;
reg [5:0]string_number;
wire is_str,is_pat;
wire match_finish1;
assign is_str=isstring;
assign is_pat=ispattern;
assign valid=(cur_state==OUT)?1:0;
assign match_finish1=((cur_state==STR_MATCH)&(strm_counter==string_number))?1:0;
assign match_index=strm_counter-1; 
always @(posedge clk) begin
    match<=true;
end
always @(*) begin
    if(cur_state==PAT_MATCH)begin
       if((patm_counter==pattern_counter-1)&(true)) 
            match_finish2=1;
        else
            match_finish2=0;
    end
    else
        match_finish2=0;
end
always @(*) begin
    if(cur_state==STR_MATCH)begin
        if(string_data[strm_counter]==pattern_data[0])
            fir_match=1;
        else if(pattern_data[0]==wany)
            fir_match=1;
        else if(((string_data[strm_counter]==pattern_data[1])|(pattern_data[1]==wany))&(pattern_data[0]==wbeg)&((strm_counter==0)|(string_data[strm_counter-1]==8'h20)))
            fir_match=1;
        else
            fir_match=0;
    end
    else
        fir_match=0;
end
always @(posedge clk or posedge reset) begin
    if(reset)
        cur_state<=IDLE;
    else
        cur_state<=next_state;
end
always @(*) begin
    case (cur_state)
        IDLE:next_state=STRING;
        STRING:next_state=(is_str)?STRING:PATTERN;
        PATTERN:next_state=(ispattern)?PATTERN:STR_MATCH;
        STR_MATCH:begin
            if(match_finish1)
                next_state=OUT;
            else if(fir_match)
                next_state=PAT_MATCH;
            else
                next_state=STR_MATCH;
        end
        PAT_MATCH:begin
            if((true)|(patm_counter==0))begin
                if(match_finish2)
                    next_state=OUT;
                else 
                    next_state=PAT_MATCH;
            end
            else
            next_state=STR_MATCH;
        end
        OUT:next_state=(is_str)?STRING:PATTERN;
        default: next_state=IDLE;
    endcase    
end
always @(posedge clk) begin
    if(ispattern)
        new_str<=1;
    else if(is_str)
        new_str<=0;
end
always @(posedge clk or posedge reset) begin
    if(reset)
        string_counter<=0;
    else if(is_str)
       string_counter<=string_counter+1;
    else 
        string_counter<=0;
end
always @(posedge clk or posedge reset) begin
    if(reset)
        string_number<=0;
    else if(is_str)
        string_number<=string_counter+1;
end
always @(posedge clk or posedge reset) begin
    if(reset)
        pattern_counter<=0;
    else if(ispattern)
        pattern_counter<=pattern_counter+1;
    else if(match_finish2|match_finish1)
        pattern_counter<=0;
end
always @(posedge clk) begin
    if(is_str)
        string_data[string_counter]<=chardata;
end
always @(posedge clk) begin
    if(is_pat)
        pattern_data[pattern_counter]<=chardata;
end
always @(posedge clk or posedge reset) begin
    if(reset)
        strm_counter<=0;
    else if(cur_state==STR_MATCH)
        strm_counter<=strm_counter+1;
    else if(cur_state==OUT)
        strm_counter<=0;
end
always @(posedge clk or posedge reset) begin
    if(reset)
        patm_counter<=0;
    else if(cur_state==PAT_MATCH)begin
        patm_counter<=patm_counter+1;
    end
    else
        patm_counter<=0;
end
always @(*) begin
    if(reset)
        true=0;
    else if(cur_state==PAT_MATCH)begin
        if(string_data[patm_counter+strm_counter-1]==pattern_data[patm_counter])
            true=1;
        else if(pattern_data[patm_counter]==wany)
            true=1;
        else if(pattern_data[0]==wbeg)begin
            if(patm_counter==0)
                true=1;
            else if(((string_data[strm_counter-2]==8'h20)|(strm_counter==1))&((string_data[patm_counter+strm_counter-2]==pattern_data[patm_counter])|(pattern_data[patm_counter]==wany)))
                true=1;
            else if((pattern_data[patm_counter]==wend)&((string_data[patm_counter+strm_counter-2]==8'h20)|(strm_counter==string_number-pattern_counter+3)))
                true=1;
            else
                true=0;
        end    
        else if((pattern_data[patm_counter]==wend)&((strm_counter==string_number-pattern_counter+2)|(string_data[patm_counter+strm_counter-1]==8'h20)))
            true=1;
        else
            true=0;
    end
    else  
        true=0;
end
endmodule
```

==> notes.md <==
Update from the flow run.

Setup repair after global routing left no endpoint under its margin. A synthesized cell averages 13.8 um^2. The number of buffer cells added on primary ports is 18. The die width is 243 um. Per the final report, max-transition violations number 0. The floorplan report gives the top-level pin count as 19. The script computed a power per unit cell area of 168 nW/um^2. The routed design has 92100 um of wire. The final setup skew is 0.0244 ns. The flip-flop cell with the highest count after synthesis is edfxtp_1. Recorded from the global router log, the overflow total was 0. Hold repair after CTS inserted 0 buffers.

The power report puts the leakage power at 10.6 nW. The number of maximum-capacitance violations recorded for the run is 0. The post-detailed-route via-to-cell ratio is 6.69.

The half-perimeter wire length after placement is 64700 um. The detailed-routing iteration count for the pre-antenna-repair pass is 6. Summing the areas of all fa, ha and maj instances in the mapped netlist gives 1.91% of the synthesized area. The placed instances occupy a cell area of 30100 um^2.

The type of the worst setup path is reg2reg. The highest supply drop recorded on VDD is 0.122 mV. The TritonCTS clock tree is yes. After floorplanning, the core was divided into 87 placement rows. The synthesis warning total is 1. The net switching power is 2.41 mW. At the later pin of the worst-skew pair, clock insertion delay measures 0.64 ns. The setup TNS after final layout is 0 ns. Cell internal power was estimated by the tool at 2.96 mW. Post-CTS repair changed the size of 0 cells. The report shows a maximum critical-path fanout of 30. The run finished with clean final reports. The top cell types in the final layout, fill and taps aside, are edfxtp_1 (512), nand2_1 (197), mux4_2 (158).

Looking at the power breakdown, sequential logic takes 24.1% of the total. The number of clock sinks seen by CTS is 549. The vertical extent of the die is 243 um. The total routing usage reported by global routing is 34.9%.

Entering global routing, the biggest net connects 71 pins. According to the floorplan report, the total die area is 58800 um^2. The first global-routing pass estimated 135000 um of wire. The final clock period utilization by the worst path is 44.2%. The via count of the first global-routing pass is 19800. The number of filler instances in the final layout is 4512.

The area reported by Yosys stat is 28900 um^2. The synthesized netlist devotes 9.30% of its cell area to compound gates. The cell count after synthesis came out at 2094. For reference, simple AND, OR, NAND and NOR cells occupy 8.75% of the area reported after synthesis. Per the synthesis report, the dominant area consumer among library cells is edfxtp_1. Combinational cells account for 57.7% of the total power. The async set-or-reset flop fraction in the synthesized netlist is 6.56%. The post-route netlist has 18.0% of its cells at a drive strength greater than 1. The core region is 56800 um^2. The synthesized netlist devotes 2.81% of its cell area to XOR and XNOR gates. The total power is 5.37 mW. The min-delay analysis places its worst path in the category reg2reg. The final-report hold violation count is 0. Once the floorplan was initialized, standard cells occupied 50.9% of the core.

The part of the power in the clock network is 18.2%. The root buffer cell chosen for the clock tree is clkbuf_16. By area the synthesized netlist is led by edfxtp_1 (53%), mux4_2 (12%), mux2i_1 (4.9%), dfrtp_1 (3.0%), nand2_1 (2.6%). The required arrival time at the worst endpoint is 21.51 ns. The synthesized flop and latch total is 549. The upper clock frequency limit is 108 MHz. The minimum setup slack in the final design is 11.73 ns. Relative to the synthesized area, the layout overhead comes to 10.2%.

With fillers left out, the area of the finished cells amounts to 31900 um^2. The pin slew with the least headroom to its limit is 1.04 ns. Counting distinct cell types in the post-synthesis netlist gives 90. Among logic cells in the layout, the one with the most instances is edfxtp_1. The number of buffers created by CTS is 55.

The switching power share of the total is 44.9%. After synthesis, flip-flops and latches occupy 56.3% of the total area. The number of DRC violations after detailed routing is 0. Clock-pin slew was measured on the worst setup and hold paths at 0.06 ns.

The number of antenna violations at the first check in global routing was 0. After synthesis, the largest area contributor takes up 53.2% of total cell area. Yosys shows that the main logic family after synthesis is multiplexers.

STA classifies the critical path startpoint as a flip-flop. For this block, the initial DRC count from the detailed router was 1674. Per the post-place timing report, worst setup slack is 12.01 ns. The final weighted congestion of routability-driven global placement is 1.08.

Per the post-route antenna check, the number of violating nets is 0. The worst path arrival time is 9.78 ns. The worst setup path is captured at a flip-flop. The final antenna diode count is 0.

The post-synth tally of flip-flops with integrated enable is 512. The portion of netlist area occupied by mux cells is 18.3%. The mapped cell area is 28900 um^2.

Buffers added to address setup during post-CTS repair amount to 0. Across all layers, the routed design uses 19500 vias. Yosys stat counts 2094 cells in the synthesized netlist. Dividing the detail-routed wire length by the instance count gives 31.7 um.

Across all checked pins, the minimum headroom to the slew limit is 30.4%. The maximum buffer depth of the clock tree is 3. The number of H-tree branching levels is 2. The smallest clock period supported by the final layout is computed as 9.27 ns.

The final setup violation count is 0. Warnings raised by the tools during the run amount to 40.
## registers in the layout (all words and copies together) (netlist names)
| register | count |
|---|---|
| pattern_data | 256 |
| string_data | 256 |
| cur_state | 6 |
| patm_counter | 6 |
| pattern_counter | 6 |
| string_counter | 6 |
| string_number | 6 |
| strm_counter | 6 |
| match | 1 |
## Yosys cell counts (30+ instances only)
| cell type | count |
|---|---|
| edfxtp_1 | 512 |
| nand2_1 | 197 |
| mux4_2 | 158 |
| mux2i_1 | 143 |
| nor2_1 | 118 |
| a21oi_1 | 72 |
| clkbuf_1 | 64 |
| xnor2_1 | 56 |
| nand3_1 | 55 |
| o21ai_0 | 48 |
| ha_1 | 41 |
| inv_1 | 36 |
| buf_2 | 35 |
| dfrtp_1 | 35 |
| xor2_1 | 35 |
| a211oi_1 | 34 |
| and3_1 | 32 |
| o221ai_1 | 32 |
| nor3_1 | 30 |
## final timing paths
kind,from,to,slack (ns),cells past startpoint
min in group asynchronous,reset,string_counter[3],4.14,3
max in group asynchronous,reset,patm_counter[0],16.48,3
hold / removal,cur_state[3],cur_state[3],0.51,2
setup reg to reg,strm_counter[1],pattern_counter[0],11.73,22
hold reg to reg,cur_state[3],cur_state[3],0.51,2
setup / recovery,strm_counter[1],pattern_counter[0],11.73,22
## metal layers
layer	up-vias	part of all wire, %	wire length (um)	GRT usage [%]
met4	0	5.8	5380	15.1
met5	-	0	0	0
met1	9661	37	34300	50.9
met2	1200	46	42000	49.6
met3	232	11	10400	15.1
li1	8373	-	-	-
## per-stage QoR
stage               cells  utilization, %  hold slack [ns]
finish               2908            56.1            0.514
global route         2908            56.1            0.546
CTS                  2908            56.1            0.517
detailed placement   2807            52.9            0.502
global placement     2807            52.9            0.494
floorplan            2094               -            0.454
## area by class of cell
class / count / area [um^2] / share of cell area, %
tap: 756 / 946 / 2.97
inverter: 38 / 145 / 0.455
clock buffer: 63 / 1410 / 4.41
multi-input combinational: 1373 / 12000 / 37.6
sequential: 549 / 16300 / 51.2
clock inverter: 38 / 402 / 1.26
timing repair buffer: 91 / 688 / 2.16
## critical path, cell delays in order (launching register included)
cell and delay, ns:
dfrtp_1 0.82, inv_1 0.33, ha_1 0.48, and2b_1 0.28
o21ai_2 0.62, a21oi_1 0.08, a2111oi_0 0.60, o22ai_1 0.37
xor2_1 0.25, or4_1 0.92, o21ai_2 0.23, buf_4 0.39
and2_2 0.55, buf_4 0.47, nor2_1 0.20, a32o_1 0.26
a211o_1 0.33, a211oi_1 0.45, xnor2_1 0.17, nand4_1 0.12
o22ai_1 0.47, and4_1 0.50, o22ai_1 0.14
## cells by family (layout without fill, tap and decap cells)
logic type | count (synthesis) | in the layout
DFF | 549 | 549
and+or+nand+nor | 533 | 533
AOI/OAI and AO/OA | 375 | 375
muxes | 329 | 329
buffers and inverters | 172 | 230
xor gates and xnor gates | 92 | 92
adders and majority gates | 43 | 43
other | 1 | 1
## power groups by stage
stage,combinational (mW),sequential (mW),clock (mW)
4_1_cts,3.04,1.29,0.997
5_1_grt,3.27,1.30,1.03
6_report,3.10,1.29,0.978
Power is estimated from default activity; no workload was simulated.
